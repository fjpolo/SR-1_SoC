File: flow/constraint.sdc
current_design MAU_Mantissa_Adder

set clk_period 18.2
set clk_io_pct 0.2

create_clock -name clk0 -period $clk_period

set non_clock_inputs [all_inputs -no_clocks]
set_input_delay [expr $clk_period * $clk_io_pct] -clock clk0 $non_clock_inputs
set_output_delay [expr $clk_period * $clk_io_pct] -clock clk0 [all_outputs]
File: flow/design.v
module MAU_Adder (output logic [17:0] c_mantissa,
				output logic [4:0] c_exponent,
				output logic c_sign,
				input logic [17:0] a_mantissa, b_mantissa,
				input logic [4:0] a_exponent, b_exponent,
				input logic a_sign, b_sign, clk, reset, start);
	logic [35:0] mult_output;
	logic [17:0] large_m, value, shift, adder_output;
	logic [4:0] large_e, log_output, adjusted_log, shift_value;
	logic large_s, small_s, adder_output_sign, adder_overflow, full_shift;
	enum {load, preshift, add, postshift} state;
	MULT18 mult0 (
        .dout(mult_output),  
        .a(value),  
        .b(shift)  
    );
	MAU_Mantissa_Adder add0 (
		.sum(adder_output),
		.sum_sign(adder_output_sign),
		.overflow(adder_overflow),
		.a(large_m),
		.a_sign(large_s),
		.b(value),
		.b_sign(small_s)
	);
	IM_Log18 log0 (
		.log(log_output),
		.number(adder_output)
	);
	MAU_Shift shift0 (
		.shift(shift),
		.number(shift_value)
	);
	assign adjusted_log = 5'd18 - log_output;
	assign full_shift = (large_e > adjusted_log);
	always_ff @ (posedge clk, posedge reset)
	begin
		if (reset)
		begin
			state <= load;
			large_m <= '0;
			large_e	<= '0;
			large_s <= '0;
			small_s <= '0;
			value <= '0;
			shift_value <= '0;
			c_mantissa <= '0;
			c_exponent <= '0;
			c_sign <= '0;
		end
		else
		begin
			case (state)
				load : begin
					if (start) begin
						state <= preshift;
						if (a_exponent > b_exponent) begin
							large_m <= a_mantissa;
							large_e <= a_exponent;
							large_s <= a_sign;
							small_s <= b_sign;
							shift_value <= (a_exponent - b_exponent);
							value <= b_mantissa;
						end else begin
							large_m <= b_mantissa;
							large_e <= b_exponent;
							large_s <= b_sign;
							small_s <= a_sign;
							shift_value <= (b_exponent - a_exponent);
							value <= a_mantissa;
						end
					end
				end
				preshift : begin
					state <= add;
					value <= mult_output[34:17];
				end
				add : begin
					state <= postshift;
					value <= adder_output;
					c_sign <= adder_output_sign;
					c_exponent <= adder_overflow ? (large_e + 5'd1) : (full_shift ? (large_e - adjusted_log) : '0);
					shift_value <= 5'd17 - (adder_overflow ? '0 : (full_shift ? adjusted_log : large_e));
				end
				postshift : begin
					state <= load;
					c_mantissa <= mult_output[17:0];
				end
			endcase
		end
	end
endmodule
module MAU_Mantissa_Adder (output logic [17:0] sum,
						output logic sum_sign, overflow,
						input logic [17:0] a, b,
						input logic a_sign, b_sign);
	logic [18:0] sum_internal;
	always_comb
	begin
		if (a_sign ^ b_sign)
			if (a > b) 
			begin 
				sum_internal = a - b;
				sum_sign = a_sign;
			end
			else
			begin 
				sum_internal = b - a;
				sum_sign = b_sign;
			end
		else
		begin 
			sum_internal = a + b;
			sum_sign = a_sign;
		end
		overflow = sum_internal[18];
		sum = overflow ? sum_internal[18:1] : sum_internal[17:0];
	end
endmodule
module MAU_Shift (output logic [17:0] shift,
				input logic [4:0] number);
	always_comb
	begin
		shift = (number < 18'd18) ? (18'b100000000000000000 >> number) : '0;
	end
endmodule
File: flow/config.mk
export PLATFORM = sky130hd
export DESIGN_NAME = MAU_Mantissa_Adder
export DESIGN_NICKNAME = MAU_Mantissa_Adder
export VERILOG_FILES = /design/flow/design.v
export SDC_FILE = /design/flow/constraint.sdc
export NUM_CORES = 4
export LEC_CHECK = 1
export CORE_UTILIZATION = 30
File: flow/run.sh
#!/bin/bash
# OpenROAD 26Q1-2900-gdf79404cd8, Yosys 0.63+post, stock flow scripts
make -C /OpenROAD-flow-scripts/flow DESIGN_CONFIG=/design/flow/config.mk WORK_HOME=/design/flow/orfs finish
==> impl_table.tex <==
% Yosys + OpenROAD metrics
\begin{tabular}{lr}
\hline
Metric & Value \\
\hline
\multicolumn{2}{l}{\textbf{Run status}} \\
Outcome & finished clean \\
\multicolumn{2}{l}{\textbf{Global routing}} \\
Number of antenna violations at the first check in global routing & 0 \\
Aggregate global-route resource usage & 19.0\% \\
Pin count of the biggest net entering global routing & 25 \\
Number of global-route vias before repair & 3310 \\
Wire length of the first global-routing pass & 16.7 mm \\
Overflow left after global routing & 0 \\
\multicolumn{2}{l}{\textbf{Finish}} \\
Tally of filler cells in the layout & 1059 \\
Flop Count & 0 \\
Ratio of cells with drive above 1 in the final layout & 4.71\% \\
Area of the multi-input gates & 2800 µm² \\
Clock buffer cells & 0 \\
Final core utilization & 37.9\% \\
Sequential cell area & 0 µm² \\
Area growth from synthesis to final layout & 20.4\% \\
\multicolumn{2}{l}{\textbf{Worst setup path}} \\
Slowest cell delay on critical path & 0.58 ns \\
Largest delay contributor family on the critical path & simple AND/OR/NAND/NOR gates \\
Worst path required time & 14.56 ns \\
Cell type of the slowest stage on the worst timing path & sky130\_fd\_sc\_hd\_\_ha\_1 \\
Type of the worst setup path & primary input to output port \\
Cell depth of the worst setup path & 14 \\
Crit path buf inv count & 4 \\
Worst-path cell chain & clkdlybuf4s50\_1 -> inv\_1 -> ha\_1 -> nand4\_2 -> or3\_1 -> or3\_4 -> o21a\_1 -> nand2\_2 -> a21oi\_1 -> o21a\_1 -> buf\_4 -> or4\_1 -> nand4\_1 -> clkdlybuf4s50\_1 \\
Startpoint type of the worst setup path & primary input \\
Arrival @ worst endpoint & 8.22 ns \\
Critical path capture point type & output port \\
Critical path fanouts, max & 20 \\
\multicolumn{2}{l}{\textbf{Detailed routing}} \\
Final ANT Viol Nets & 0 \\
Via total after detailed routing & 3384 \\
Amount of wire on met3 after detailed routing & 534 µm \\
Routed metal-1 wirelength & 4.75 mm \\
Max Used Layer & met4 \\
1st-pass router iterations & 5 \\
DRC Markers & 0 \\
Routed WL & 10.2 mm \\
Number of DRC markers in iteration 0 & 166 \\
Per-cell via count in the routed design & 5.45 \\
Final antenna diode count & 0 \\
Detailed route wirelength on metal2 & 4.74 mm \\
Routed WL per cell & 16.5 µm \\
\multicolumn{2}{l}{\textbf{Timing}} \\
Setup TNS & 0 ns \\
Relative slew slack & 52.3\% \\
Post-route minimum period & 11.86 ns \\
Transition time at the pin with the least slew margin & 0.710 ns \\
Setup violation total in the final timing report & 0 \\
Final Max-Slew Violation Tally & 0 \\
Final worst-path cycle share & 65.2\% \\
Final hold viol count & 0 \\
RSZ-0062 raised after global routing & false \\
Maximum operating frequency & 0.0843 GHz \\
Minimum hold slack & 8.44 ns \\
\multicolumn{2}{l}{\textbf{Place}} \\
Final weighted congestion of routability-driven global placement & 0.950 \\
I/O Buffers & 58 \\
HPWL after DPL & 8.40 mm \\
\multicolumn{2}{l}{\textbf{Worst hold path}} \\
Class of the worst hold path & primary input to output port \\
Instance count along the most critical hold path & 3 \\
\multicolumn{2}{l}{\textbf{Yosys}} \\
Yosys warnings & 1 \\
Post-synth top area cell & sky130\_fd\_sc\_hd\_\_ha\_1 \\
Chip area line of the yosys report & 3130 µm² \\
Top area cell types & sky130\_fd\_sc\_hd\_\_ha\_1 22\%, sky130\_fd\_sc\_hd\_\_inv\_1 6.1\%, sky130\_fd\_sc\_hd\_\_a21oi\_1 5.9\%, sky130\_fd\_sc\_hd\_\_mux2i\_1 5.1\%, sky130\_fd\_sc\_hd\_\_nor2\_1 3.7\% \\
Synth Seq Share & 0\% \\
Post-synthesis average cell area & 6.95 µm² \\
Proportion of netlist area held by the largest area contributor & 21.6\% \\
Cell Area, Synth & 3130 µm² \\
Post-Syn Instances & 451 \\
Number of distinct library cell variants in the gate-level netlist after synthesis & 65 \\
Yosys stat cell total & 451 \\
\multicolumn{2}{l}{\textbf{Floorplan}} \\
Top-level port count & 58 \\
Initial standard-cell utilization of the core & 31.5\% \\
Horizontal extent of the die & 104 µm \\
Count of standard-cell rows & 36 \\
Overall die area & 10900 µm² \\
Die height & 104 µm \\
Floorplan core area & 9950 µm² \\
\multicolumn{2}{l}{\textbf{Pwr}} \\
Total Power Consumption & 165 µW \\
LEAKAGE & 1.67 nW \\
Max IR drop VDD & 0.0210 mV \\
Total power density per cell area & 43.6 nW/µm² \\
\multicolumn{2}{l}{\textbf{Run}} \\
Max-capacitance violation count & 0 \\
Number of warnings the tools reported & 68 \\
\multicolumn{2}{l}{\textbf{CTS}} \\
Count of cells resized by post-cts repair & 0 \\
CTS Hold Buffers Added & 0 \\
\# Post-CTS Setup Buffers & 0 \\
\hline
\end{tabular}
## worst min-delay path, stage by stage
cell and delay, ns:
sky130_fd_sc_hd__clkdlybuf4s50_1 0.53, sky130_fd_sc_hd__mux2_2 0.18, sky130_fd_sc_hd__clkdlybuf4s50_1 0.44
## through the flow
stage	std cells	area (µm²)	setup WS, ns
final	621	3770	6.34
after global routing	621	3770	6.08
after CTS	621	3770	6.38
after detailed placement	621	3770	6.37
after global placement	621	3770	6.41
after floorplan	451	3130	8.28
## report_power, final
part | internal (mW) | total [mW] | switching, mW
sequential | 0 | 0 | 0
clock | 0 | 0 | 0
combinational | 0.0806 | 0.165 | 0.0839
## final timing paths
kind,from,endpoint,slack (ns)
setup / recovery,a[10],sum[15],6.34
hold / removal,b_sign,sum_sign,8.44
## Yosys cell counts (9+ instances only)
master,instances
sky130_fd_sc_hd__nand3_1,9
sky130_fd_sc_hd__o21ai_0,22
sky130_fd_sc_hd__a21o_1,11
sky130_fd_sc_hd__clkbuf_1,11
sky130_fd_sc_hd__nor2_1,31
sky130_fd_sc_hd__nand2_1,24
sky130_fd_sc_hd__inv_1,51
sky130_fd_sc_hd__xnor2_1,11
sky130_fd_sc_hd__a21oi_1,37
sky130_fd_sc_hd__mux2i_1,16
sky130_fd_sc_hd__nor3_1,13
sky130_fd_sc_hd__a211oi_1,12
sky130_fd_sc_hd__nor2b_1,9
sky130_fd_sc_hd__ha_1,54
## layout by cell type (no fill, tap or decap), drive strengths merged, types with 6 or more instances in the layout
| cell type | instances |
|---|---|
| o21a | 6 |
| a211oi | 13 |
| o21ai | 22 |
| nor3 | 14 |
| inv | 53 |
| a31oi | 7 |
| clkdlybuf4s50 | 58 |
| nand4 | 9 |
| ha | 54 |
| a21o | 11 |
| a21oi | 37 |
| xnor2 | 11 |
| o31ai | 9 |
| nand3 | 9 |
| mux2i | 16 |
| nor2b | 9 |
| or3 | 9 |
| a2111oi | 7 |
| nor2 | 31 |
| nand2 | 25 |
| o211ai | 8 |
## final cells by class
cell class / count / area share [%]
tap: 133 / 4.41
multi-input combinational: 373 / 74.1
timing repair buffer: 62 / 16.2
inverter: 53 / 5.27
## cell families after synthesis
kind of cell / after synthesis / synth area share (%)
adder cells (fa/ha/maj): 57 / 23.5
multiplexers: 21 / 6.91
AND/OR/NAND/NOR: 133 / 22.2
AND-OR/OR-AND: 146 / 32.3
XOR/XNOR: 16 / 4.47
buffers and inverters: 78 / 10.7
## metal layers
metal / track usage (%) / vias to the layer above
li1: - / 1707
met1: 26.5 / 1551
met2: 32.3 / 112
met3: 1.40 / 14
met4: 3.57 / 0
met5: 0 / -
Power and IR drop assume default switching activity.
