$ cat flow/config.mk
export PLATFORM = sky130hd
export DESIGN_NAME = I2C_Controller
export DESIGN_NICKNAME = I2C_Controller
export VERILOG_FILES = /design/flow/design.v
export SDC_FILE = /design/flow/constraint.sdc
export NUM_CORES = 4
export LEC_CHECK = 1
export CORE_UTILIZATION = 40
$ cat flow/constraint.sdc
current_design I2C_Controller

set clk_period 4.7
set clk_io_pct 0.2

create_clock -name clk0 -period $clk_period [get_ports {clk}]

set non_clock_inputs [all_inputs -no_clocks]
set_input_delay [expr $clk_period * $clk_io_pct] -clock clk0 $non_clock_inputs
set_output_delay [expr $clk_period * $clk_io_pct] -clock clk0 [all_outputs]
$ cat flow/design.v
module I2C_Controller #(parameter SPEED = 400  ) (output logic SCL, busy, NACK, data_saved, sending_data, output tri SDA_OUT,
						input logic start, clk, reset, send_additional_data, SDA_IN,
						input logic [7:0] address_in, data_in);
	logic SDA_internal;
	logic [3:0] addrSent, dataSent;
	logic [7:0] address, data, clk_divider;
	enum {Idle, Start_SDA, Start_SCL, Address, Data, End_SCL, End_SDA} state;
	assign SDA_OUT = sending_data ? SDA_internal : 'z;
	always_ff @ (posedge clk, posedge reset)
	begin		
		if (reset) 
		begin 
			state <= Idle;
			address <= '0;
			data <= '0;
			addrSent <= '0;
			dataSent <= '0;
			clk_divider <= '0;
			data_saved <= '0;
		end
		else
		begin
			if ((state == Idle) && start)
			begin	
				state <= Start_SDA;
				address <= address_in;  
				data <= data_in;
				addrSent <= '0;
				dataSent <= '0;
				clk_divider <= '0;
				data_saved <= '1;
			end
			if (clk_divider == '0) begin
				case (state)
				Start_SDA : begin
					state <= Start_SCL;
					data_saved <= '0;
				end
				Start_SCL :state <= Address;
				Address : begin
					if (addrSent < 4'd8)
					begin
						address <= address << 8'd1;
						addrSent <= addrSent + 4'd1;
					end
					else if (addrSent == 4'd8) 
					begin 
						state <= Data;
						addrSent <= '0;
					end
				end
				Data : begin
					if (dataSent < 4'd8)
					begin
						data <= data << 8'd1;
						dataSent <= dataSent + 4'd1;
						data_saved <= '0;
					end
					else if (dataSent == 4'd8) 
					begin 
						if (~send_additional_data) state <= End_SCL;
						else 
						begin
							data <= data_in;
							data_saved <= '1;
						end
						dataSent <= '0;
					end
				end
				End_SCL : state <= End_SDA;
				End_SDA : state <= Idle;
				endcase
				clk_divider <= clk_divider + 8'd1;
			end
			else
			begin
				if(clk_divider < 27000 / SPEED) clk_divider <= clk_divider + 8'd1;
				else clk_divider <= '0;
				if (data_saved) data_saved <= '0;
			end
		end
	end
	always_ff @ (posedge SCL, posedge reset)
	begin
		if (reset) NACK <= '0;
		else if ((addrSent == 4'd8) || (dataSent == 4'd8)) NACK <= SDA_IN;
		else NACK <= '0;
	end
	always_comb
	begin
		busy = '1;
		SCL = (clk_divider > (2 * 27000 / SPEED) / 10) && (clk_divider < (8 * 27000 / SPEED) / 10);
		SDA_internal = '0;
		sending_data = '1;
		unique case (state)
		Idle : begin
			busy = '0;
			SCL = '1;
			SDA_internal = '1;
			sending_data = '0;
		end
		Start_SDA : SCL = '1;
		Start_SCL : SCL = '0;
		Address : begin
			if (addrSent < 8) SDA_internal = address[8'd7];  
			else begin
				SDA_internal = '1;
				sending_data = '0;
			end
		end
		Data : begin
			if (dataSent < 8) SDA_internal = data[8'd7];
			else begin
				SDA_internal = '1;
				sending_data = '0;
			end
		end
		End_SCL : SCL = '1;
		End_SDA : begin
			SCL = '1;
			SDA_internal = '1;
		end
		endcase
	end
endmodule
$ cat flow/run.sh
#!/bin/bash
# OpenROAD 26Q1-2900-gdf79404cd8, Yosys 0.63+post, stock flow scripts
make -C /OpenROAD-flow-scripts/flow DESIGN_CONFIG=/design/flow/config.mk WORK_HOME=/design/flow/orfs finish
==> impl.org <==
* Flow results

** Placement
- Placed cell count :: 327
- Detailed placement HPWL :: 3.30 mm
- Routability congestion estimate :: 0.821
- The placement stage leaves a total instance area of 2560 µm².
- In this run the tool buffered the top-level ports with 26 buffer cells.

** CTS
- The registers of the reported paths see a clock transition of 80 ps.
- At the later pin of the worst-skew pair, clock insertion delay measures 290 ps.
- TritonCTS built the clock tree.
- The CTS report gives the tree buffer count as 5.
- Library cell used as clock root buffer :: sky130_fd_sc_hd__clkbuf_8
- Post-cts gate resize count :: 0
- In this run the deepest clock path goes through 2 buffers.
- Post-cts hold-fix buffer tally :: 0
- H-tree level count :: 2
- After clock tree synthesis, the setup repair step added 0 buffers.

** Power
- The report lists the power per cell area as 463 nW/µm².
- Looking at the VDD voltage map, the peak drop is 0.000190 V.
- The leakage power in the latest report is 1.19 nW.

** Worst setup path
- Critical setup path kind :: reg -> out
- Critical Path Fanout Max :: 6
- According to the timing report, the arrival time at the worst endpoint equals 2190 ps.
- Required time reported for the critical path endpoint :: 3760 ps
- The critical path starts at clk_divider[0].
- Crit Reg-Reg Endpoint :: address[4]
- Startpoint type of the worst setup path :: flip-flop
- Reg-to-reg startpoint :: clk_divider[0]
- Register-to-Register Path Depth :: 6
- Element type at the critical path end :: primary output
- The worst register-to-register path has a setup slack of 2090 ps.

** Synth
- YS chip area :: 2250 µm²
- Number of flip-flops and latches in the synthesized netlist :: 41
- Per-instance average area after synthesis :: 9.35 µm²
- The cell area that synthesis handed to floorplanning was 2250 µm².
- Number of synthesized flops with an enable pin :: 0
- The synthesized instance count is 241.
- Fraction of registers with async set/reset :: 1.00
- The synthesized netlist contains 50 unique library cells.
- Share of synthesized area occupied by flip-flops and latches :: 0.456
- Number of standard cells reported by yosys :: 241
- Flip-flop cell with the highest count after synthesis :: sky130_fd_sc_hd__dfrtp_1
- Yosys warning tally :: 2

** Routing
- Once detail routing completed, the nets flagged for antenna violations numbered 0.
- Antenna repair during routing inserted a diode count of 0.
- Post-Route WL :: 4.90 mm
- The routed design shows a via density per instance of 5.42.
- In this run, the number of DRC markers left after iteration 0 of detailed routing was 84.
- The final route contains 1810 vias.
- DRC :: 0
- Iteration tally of the first detailed-router pass :: 4
- Wire per inst :: 14.7 µm

** Min path
- The tightest min-delay check is of the reg -> reg type.
- For hold timing, the worst endpoint is state[0].
- Launch point of the worst hold path :: state[0]
- Cell depth of the worst min-delay path :: 2

** STA
- RSZ-0062 raised after global routing :: false
- Number of pins with negative max-slew slack in the final report :: 0
- Share of the cycle needed by the critical path after routing :: 0.666
- The final timing report derives a shortest allowable period of 3130 ps.
- Largest clock skew in the final design :: 4.70 ps
- The most critical hold endpoint after final layout shows a slack of 493 ps.
- Number of register pins that no clock reaches :: 1
- The final timing report lists a hold violation count of 0.
- 2 endpoints have no timing constraint.
- Looking at the max-slew report, the worst-margin pin has a slew of 964 ps.
- Checking max transition, the worst relative margin is 0.356.
- FMAX :: 319 MHz
- Setup total negative slack on the finished layout was measured at 0 ps.
- Setup-failing EPs final :: 0

** Cells and area
- Once layout is complete, the utilization of the core stands at 0.504.
- Once layout is complete, the cells apart from fillers number 334.
- Final standard cell area without fillers :: 2660 µm²
- In the final layout, the share of cells above drive strength 1 is 0.0985.
- Per the run report, area growth between synthesis and finish was 17.9%.
- Area taken by flip-flops and latches :: 1030 µm²
- Fillcell total :: 517
- The layout report lists the multi-input gate area as 1090 µm².

** GRT
- On met3, the global router reports a usage of 0.0254.
- Routing resource usage on met2 recorded by global route was 0.270.
- Largest net degree at the start of global routing :: 42
- Busiest layer in global routing :: met1
- Wire length of the first global-routing pass :: 8.53 mm
- Vias in the first global route :: 1742
- met1 track demand over resource after global routing is 0.302.
- GRT Util Overall :: 0.182
- Summed over all layers, the global routing overflow is 0.
- Antenna violations before repair :: 0

** Floorplanning
- According to the floorplan log, the row count is 26.
- After floorplanning, the core was sized to cover 5270 µm².
- Measured along the y axis, the die boundary spans 77.0 µm.
- For this configuration, the core starts out at a cell density of 0.427.
- Die width :: 77.0 µm
- Chip footprint :: 5930 µm²
- I/O pin count :: 27

** Job
- The logs give a warning total of 29.
- MaxCap Viol Count :: 0

** Outcome
- The run finished with clean final reports.
-- metal layers --
| layer | wire (µm) | share of wire | vias to the layer above |
|---|---|---|---|
| li1 | - | - | 903 |
| met1 | 2500 | 0.51 | 879 |
| met2 | 2210 | 0.45 | 23 |
| met3 | 147 | 0.030 | 5 |
| met4 | 40 | 0.0082 | 0 |
| met5 | 0 | 0 | - |
-- sequential cells by signal (all words and copies together), names as in the netlist --
signal	count
address	8
clk_divider	8
data	8
state	7
addrSent	4
dataSent	4
NACK	1
data_saved	1
-- synthesized netlist by cell type, types with 2 or more instances --
library cell,count,share of area
sky130_fd_sc_hd__a32o_1,3,0.013
sky130_fd_sc_hd__a221oi_1,7,0.027
sky130_fd_sc_hd__ha_1,7,0.039
sky130_fd_sc_hd__nand4_1,2,0.0056
sky130_fd_sc_hd__buf_2,3,0.0067
sky130_fd_sc_hd__mux2i_1,7,0.031
sky130_fd_sc_hd__nor2_1,28,0.047
sky130_fd_sc_hd__nor4_1,2,0.0056
sky130_fd_sc_hd__xnor2_1,2,0.0078
sky130_fd_sc_hd__mux2_2,7,0.035
sky130_fd_sc_hd__o22ai_1,9,0.025
sky130_fd_sc_hd__nor3_1,4,0.0089
sky130_fd_sc_hd__dfrtp_1,40,0.44
sky130_fd_sc_hd__o21ai_0,8,0.018
sky130_fd_sc_hd__and3_1,3,0.0083
sky130_fd_sc_hd__inv_1,20,0.033
sky130_fd_sc_hd__clkbuf_1,7,0.012
sky130_fd_sc_hd__nand2_1,19,0.032
sky130_fd_sc_hd__a31o_2,2,0.0078
sky130_fd_sc_hd__o31ai_1,2,0.0067
sky130_fd_sc_hd__nand2b_1,4,0.011
sky130_fd_sc_hd__nor2b_1,2,0.0056
sky130_fd_sc_hd__a21oi_1,12,0.027
sky130_fd_sc_hd__nand3_1,12,0.027
sky130_fd_sc_hd__a31oi_1,3,0.0083
sky130_fd_sc_hd__xor2_1,2,0.0078
-- logic make-up (layout without fill, tap and decap cells) --
group | count (synthesis) | count (layout) | synth area share
compound gates | 55 | 55 | 0.168
xor+xnor | 4 | 4 | 0.0156
fa+ha+maj | 7 | 7 | 0.0389
buf+inv | 32 | 55 | 0.0583
flops | 41 | 41 | 0.456
mux | 14 | 14 | 0.0661
other cells | 1 | 1 | 0.00167
simple gates | 87 | 87 | 0.195
-- power by group --
group          leakage (nW)  internal, mW  switching [mW]
logic                 0.628         0.225           0.199
clock network        0.0503         0.131           0.116
registers             0.510         0.454           0.106
-- layout make-up --
cell class | count | share of cell area
well taps | 70 | 0.0330
inverters | 20 | 0.0283
flip-flops and latches | 41 | 0.387
repair buffers | 28 | 0.104
multi-input cells | 168 | 0.412
clock buffers | 7 | 0.0363
-- cell usage in the layout (no fill, tap or decap), types with 3 or more instances in the layout --
cell type / n
sky130_fd_sc_hd__clkdlybuf4s50_1: 26
sky130_fd_sc_hd__o22ai_1: 9
sky130_fd_sc_hd__nand2_1: 19
sky130_fd_sc_hd__mux2i_1: 7
sky130_fd_sc_hd__inv_1: 20
sky130_fd_sc_hd__nor3_1: 4
sky130_fd_sc_hd__nand3_1: 12
sky130_fd_sc_hd__mux2_2: 7
sky130_fd_sc_hd__a32o_1: 3
sky130_fd_sc_hd__a21oi_1: 12
sky130_fd_sc_hd__o21ai_0: 8
sky130_fd_sc_hd__clkbuf_8: 7
sky130_fd_sc_hd__nor2_1: 28
sky130_fd_sc_hd__ha_1: 7
sky130_fd_sc_hd__and3_1: 3
sky130_fd_sc_hd__a31oi_1: 3
sky130_fd_sc_hd__a221oi_1: 7
sky130_fd_sc_hd__dfrtp_1: 40
sky130_fd_sc_hd__nand2b_1: 4
-- per-stage QoR --
step	power, mW	worst slack, ps
6_report	1.23	1570
4_1_cts	1.25	1530
2_1_floorplan	0.857	2600
3_5_place_dp	0.995	1860
3_3_place_gp	0.983	1910
5_1_grt	1.34	1310
-- how the worst max path moves through the flow --
stage	slack, ps	to
final	1570	SCL
after global routing	1310	SCL
after CTS	1530	SCL
-- critical path: stages (launching register included) --
cell and delay [ps]:
sky130_fd_sc_hd__dfrtp_1 430, sky130_fd_sc_hd__inv_1 70, sky130_fd_sc_hd__ha_1 230, sky130_fd_sc_hd__nor2_1 110, sky130_fd_sc_hd__a311oi_1 90, sky130_fd_sc_hd__o311ai_0 430, sky130_fd_sc_hd__clkdlybuf4s50_1 550
Power is estimated from default activity; no workload was simulated.
