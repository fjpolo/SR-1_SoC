## flow/run.sh

```bash
#!/bin/bash
# OpenROAD 26Q1-2900-gdf79404cd8, Yosys 0.63+post, stock flow scripts
make -C /OpenROAD-flow-scripts/flow DESIGN_CONFIG=/design/flow/config.mk WORK_HOME=/design/flow/orfs finish
```

## flow/config.mk

```make
export PLATFORM = sky130hd
export DESIGN_NAME = LDU
export DESIGN_NICKNAME = LDU
export VERILOG_FILES = /design/flow/design.v
export SDC_FILE = /design/flow/constraint.sdc
export NUM_CORES = 4
export LEC_CHECK = 1
export CORE_UTILIZATION = 40
```

## flow/constraint.sdc

```tcl
current_design LDU

set clk_period 10.0
set clk_io_pct 0.2

create_clock -name clk0 -period $clk_period [get_ports {clk}]

set non_clock_inputs [all_inputs -no_clocks]
set_input_delay [expr $clk_period * $clk_io_pct] -clock clk0 $non_clock_inputs
set_output_delay [expr $clk_period * $clk_io_pct] -clock clk0 [all_outputs]
```

## flow/design.v

```verilog
module LDU #(parameter SIZE = 7) (output logic [SIZE-1:0] xOut, yOut,
								output logic is_drawing, busy,
								input logic [SIZE-1:0] x0, x1, y0, y1,
								input logic start, clk, reset);
logic signed [SIZE+2:0] D;
logic signed [SIZE+1:0] da, db;
logic [SIZE-1:0] a0, a1, b0, b1;
logic inverted_axis, b_increment;
enum {idle, setupAxis, setupPoints, setupIncrement, drawing, waiting} state;
assign busy = (state != idle);
assign is_drawing = (state == setupIncrement || state == drawing || state == waiting) ? '1 : '0;
assign xOut = inverted_axis ? b0 : a0;
assign yOut = inverted_axis ? a0 : b0;
always_ff @ (posedge clk, posedge reset)
	if (reset)
	begin
		da <= '0;
		db <= '0;
		D <= '0;
		a0 <= '0;
		a1 <= '0;
		b0 <= '0;
		b1 <= '0;
		b_increment <= '1;
		inverted_axis <= '0;
	end
	else case(state)
		idle : if (start) begin
			state <= setupAxis;  
			da <= x1 - x0;
			db <= y1 - y0;
			a0 <= x0;
			a1 <= x1;
			b0 <= y0;
			b1 <= y1;
			D <= '0;
			b_increment <= '1;
			inverted_axis <= '0;
		end
		setupAxis : begin
			if ((db[SIZE] ? -db : db) > (da[SIZE] ? -da : da))
			begin
				inverted_axis <= '1;
				a0 <= b0;
				a1 <= b1;
				b0 <= a0;
				b1 <= a1;
				da <= db;
				db <= da;
			end
			state <= setupPoints;
		end
		setupPoints : begin
			if (da < 0)
			begin
				a0 <= a1;
				a1 <= a0;
				b0 <= b1;
				b1 <= b0;
				da <= -da;
				db <= -db;
			end
			state <= setupIncrement;
		end
		setupIncrement : begin
			if (db < 0)
			begin
				db <= -db;
				b_increment <= '0;
				D <= 2 * (-db) - da;
			end
			else 
				D <= 2 * db - da;
			state <= drawing;
		end
		drawing : begin
			if (a0 < a1)
			begin
				if (D > 0)  
				begin
					if (b_increment) b0 <= b0 + 1;
					else b0 <= b0 - 1;
					D <= D + 2 * (db - da);
				end
				else
					D <= D + 2 * db;
				a0 <= a0 + 7'd1;
				state <= waiting;
			end
			else
				state <= idle;
		end
		waiting : state <= drawing;
	endcase
endmodule
```

==> changes_impl.md <==
## Flow update

* Outcome: finished, final reports clean
* Routed via count at about 6300
* Design area at between 0.007 and 0.008 sq mm
* Floorplan utilization at 0.415
* Final WL at just over 20 mm
* Leakage at about 3.1 nW
* CTS Buffer Depth at 2
* Die height at ~130 microns
* Unrepaired setup endpoints after global routing: no
* Placer congestion estimate at about 0.93
* Synth flops at 61
* Delay-heaviest family, CP: buffers and inverters
* Mapped cell area at around 0.0064 sq mm
* Hold Slack at around 0.49 ns
* Post-CTS Setup Bufs at 0
* Drt first pass iters at 4
* N_diodes at 0
* Ordered cell list for the critical path: buf_4 -> inv_2 -> o21ai_0 -> clkdlybuf4s50_1
* WHS Path Cells at 2
* Sequential standard cell area at 0.00154 sq mm
* Share of cells above drive strength 1 at 0.0650
* DRT antenna net count at 0
* Die span in x at between 100 and 150 microns
* Post-placement cell area at 0.00704 sq mm
* IO Count at 47
* Reg-to-reg slack, setup at just over 6 ns
* Area leader share at 0.223
* Synth-to-Final Area Change at 14.5%
* CTS clock-pin slew for the worst setup and hold paths at about 0.06 ns
* Core ar. at between 0.015 and 0.02 sq mm
* Worst Setup End Kind: output port
* Clk Latency, worst-skew pair at approximately 0.34 ns
* Setup TNS at 0 ns
* Max-slew violation count at 0
* Syn Area/Cell at 7.84 sq um
* Max VDD drop at 0.166 mV
* First-pass GRT wire length at 32.8 mm
* Worst Reg-to-Reg Cells at 13
* FF-to-FF Start: db[0]
* RR Endpoint: b0[0]
* Via-to-Cell Ratio at between 5 and 6
* Final setup fails at 0
* Worst setup startpoint: state[2]
* CP max FO at ~42
* CTS tree: yes
* Initial antenna violation count at 0
* Post-Layout Cell Count at around 1100
* Yosys warns at 1
* Yosys synthesis chip area at roughly 0.0064 sq mm
* Synth async-reset ratio at 0.951
* Least-Margin Pin Slew at a little under 0.9 ns
* Root Driver: clkbuf_16
* Crit path launch type: flop
* Power Dens Cells at around 440 mW/mm^2
* Yosys cell types at 61
* Commonest Layout Cell: o21ai_0
* Logic area at 0.00450 sq mm
* Vias in the first global route at just under 6000
* Hold Crit Endpoint: a1[1]
* Total GRT Usage at 0.266
* Wire per inst at 19.6 microns
* Residual DRC at 0
* Hold Crit Start: a1[1]
* Cell type with the largest total area: dfrtp_1
* Layout fillers at around 1500
* Post-synthesis sequential area ratio at 0.241
* Row cnt at approximately 45
* CTS resizes at 0
* Pin count of the biggest net entering global routing at 43
* CP Buf/Inv Count at 3
* H-tree levels at 3
* Final worst-path cycle share at 0.417
* Total grt overflow at 0
* Buffers on Ports at 46
* Crit path time final at ~4.2 ns
* Max Cap Violations at 0
* Crit path arrival time at approximately 2.2 ns
* Drt first-iter violations at between 400 and 500
* Tool warnings at 25
* Final hold violation count at 0
* Top achievable clock speed at between 0.2 and 0.25 GHz
* EDFF count, synth at 3
* Syn Inst Count at between 800 and 900
* Top_reg_cell synth: dfrtp_1
* TritonCTS Sinks at a little over 60
* CTS Hold Bufs at 0
* Die Area at between 0.015 and 0.02 sq mm
* Cts bufs inserted at 9
* Slew HR at 0.408
* Top cells excl fill/tap: 91 x o21ai_0, 84 x nand2_1, 70 x nor2_1, 63 x ha_1, 57 x dfrtp_1
* Critical path class: reg -> out
* Worst Path Required at 8.00 ns
* Slowest stage delay, CP at about 0.48 ns
* Cell total after placement at around 1000
* Worst hold path class: reg -> reg
* Yosys stat cell total at between 800 and 900
* Clk_skew at slightly above 0.006 ns
* HPWL after detailed placement at roughly 15 mm
* Dominant cells by area after synthesis: dfrtp_1 22%, ha_1 12%, o21ai_0 7.1%
* Worst path slowest cell: clkdlybuf4s50_1
[registers in the layout, summed over array words and instances (netlist names)]
register	count
da	9
inverted_axis	1
b1	7
a0	7
b0	7
db	9
state	3
b_increment	1
a1	7
D	10
[synthesized netlist by cell type, types with 6 or more instances]
library cell  count
a21o_1            8
a21oi_1          43
a221oi_1          6
a22oi_1          14
a31oi_1          17
buf_2             8
clkbuf_1         33
dfrtp_1          57
fa_1              6
ha_1             63
inv_1            47
mux2_2           19
nand2_1          84
nand2b_1         14
nand3_1           8
nor2_1           70
nor2b_1          13
nor3_1           17
o21a_1           11
o21ai_0          91
o22ai_1          37
o32a_1            8
xnor2_1          38
xor2_1           17
[metal layers]
metal	wire, microns	share of wire	vias to the layer above	track usage
li1	-	-	3022	-
met3	1820	0.088	39	0.0724
met5	0	0	-	0
met1	9900	0.48	2991	0.415
met2	8420	0.41	274	0.363
met4	550	0.027	0	0.0734
[worst min-delay path, stage by stage, from the launching register on]
cell,delay [ns]
dfrtp_1,0.34
nand2_1,0.04
o21ai_0,0.06
[metrics by stage]
step | setup slack, ns | power (mW) | utilization
after floorplan | 6.09 | 2.22 | -
after global placement | 5.78 | 2.80 | 0.456
after detailed placement | 5.75 | 2.84 | 0.456
after CTS | 5.82 | 3.18 | 0.475
after global routing | 5.68 | 3.52 | 0.475
final | 5.83 | 3.22 | 0.475
[power by group]
part / internal [mW] / switching [mW]
registers: 0.374 / 0.239
logic: 1.04 / 1.25
clock network: 0.199 / 0.122
[logic make-up after synthesis]
kind of cell | synth area share
and+or+nand+nor | 0.165
xor gates and xnor gates | 0.0752
muxes | 0.0434
AOI/OAI and AO/OA | 0.278
adders and majority gates | 0.142
DFF | 0.241
buffers and inverters | 0.0561
[worst max path at each step]
| stage | end | cells past startpoint |
|---|---|---|
| finish | is_drawing | 4 |
| global route | is_drawing | 4 |
| CTS | is_drawing | 4 |
[final cells by class]
class / instances / area share
multi-input combinational: 663 / 0.614
sequential: 61 / 0.210
tap: 211 / 0.0360
clock buffer: 12 / 0.0336
timing repair buffer: 58 / 0.0751
clock inverter: 4 / 0.00648
inverter: 48 / 0.0246
Power figures rest on the tool's default switching activity, not on a simulated workload.
